[design/flow/design.v]
module vga_ctrl(
    input pclk,           
    input reset,
    input [11:0] vga_data,   
    output [9:0] h_addr,     
    output [9:0] v_addr,
    output hsync,          
    output vsync,   
    output valid,
    output [3:0] vga_r,     
    output [3:0] vga_g,
    output [3:0] vga_b,
    output reg [6:0] h_char,
    output     [4:0] v_char,
    output reg [3:0] h_font,
    output     [3:0] v_font
    );
    parameter h_frontporch = 96;
    parameter h_active = 150;
    parameter h_backporch = 784;
    parameter h_total = 800;
    parameter v_frontporch = 2;
    parameter v_active = 35;
    parameter v_backporch = 515;
    parameter v_total = 525;
    reg [9:0] x_cnt;
    reg [9:0] y_cnt;
    wire h_valid;
    wire v_valid;
    wire [9:0] v_modi;
    always @(posedge pclk)  
    begin
        if(h_valid == 1'b0)
        begin h_char <= 6'b0; h_font <= 4'b0; end
        else
        begin
            if(h_font >= 4'd8)
            begin
                h_char <= h_char + 6'd1;
                h_font <= 4'd0;
            end
            else
            begin
                h_font <= h_font + 4'd1;
            end
        end
    end
    assign v_char = v_modi[8:4];
    assign v_font = v_modi[3:0];
    assign v_modi = v_valid ? (y_cnt - 10'd35) : {10{1'b0}};
    always @(posedge reset or posedge pclk)
        if (reset == 1'b1)
            x_cnt <= 1;
        else
        begin
            if (x_cnt == h_total)
                x_cnt <= 1;
            else
                x_cnt <= x_cnt + 10'd1;
        end
    always @(posedge pclk)
        if (reset == 1'b1)
            y_cnt <= 1;
        else begin
            if (y_cnt == v_total & x_cnt == h_total)
                y_cnt <= 1;
            else if (x_cnt == h_total)
                y_cnt <= y_cnt + 10'd1;
        end
    assign hsync = (x_cnt > h_frontporch);
    assign vsync = (y_cnt > v_frontporch);
    assign h_valid = (x_cnt > h_active) & (x_cnt <= h_backporch);
    assign v_valid = (y_cnt > v_active) & (y_cnt <= v_backporch);
    assign valid = h_valid & v_valid;
    assign h_addr = h_valid ? (x_cnt - 10'd144) : {10{1'b0}};
    assign v_addr = v_valid ? (y_cnt - 10'd35) : {10{1'b0}};
    assign vga_r = vga_data[11:8] & {4{valid}};
    assign vga_g = vga_data[7:4]  & {4{valid}};
    assign vga_b = vga_data[3:0]  & {4{valid}};
endmodule
[design/flow/run.sh]
#!/bin/bash
# OpenROAD 26Q1-2900-gdf79404cd8, Yosys 0.63+post, stock flow scripts
make -C /OpenROAD-flow-scripts/flow DESIGN_CONFIG=/design/flow/config.mk WORK_HOME=/design/flow/orfs finish
[design/flow/config.mk]
export PLATFORM = sky130hd
export DESIGN_NAME = vga_ctrl
export DESIGN_NICKNAME = vga_ctrl
export VERILOG_FILES = /design/flow/design.v
export SDC_FILE = /design/flow/constraint.sdc
export NUM_CORES = 4
export LEC_CHECK = 1
export CORE_UTILIZATION = 30
[design/flow/constraint.sdc]
current_design vga_ctrl

set clk_period 4.6
set clk_io_pct 0.2

create_clock -name clk0 -period $clk_period [get_ports {pclk}]

set non_clock_inputs [all_inputs -no_clocks]
set_input_delay [expr $clk_period * $clk_io_pct] -clock clk0 $non_clock_inputs
set_output_delay [expr $clk_period * $clk_io_pct] -clock clk0 [all_outputs]
==> flow_summary.ini <==
; generated from flow reports
[synthesis]
yosysMostFrequentCell = nor2_1
synthAdderAreaFrac_pct = 6.77
synth.mux.area_fraction_pct = 0.903
ys_cells = 253
yosys.cell_types.count = 46
yosys_warnings = 1
synth-xor-area-share_pct = 11.1
synthFlopType = dfxtp_1
ys_ff = 31
syn_area_um2 = 2220
yosys.area.top_type = dfxtp_1
avgSynthCellArea_um2 = 8.76
edf_count = 0
synthArstFlopShare_pct = 32.3
synth_top_area_share_pct = 19.0
area_leaders = dfxtp_1, dfrtp_1, nor2_1
synth.cellmix.simpleShare_pct = 29.1
synthTopLogicFamily = simple AND/OR/NAND/NOR gates
synthCells = 253
yosys_area_um2 = 2220
common_cells = nor2_1, dfxtp_1, xnor2_1
synthAoiAreaFrac_pct = 8.52
ys_seq_share_pct = 30.3

[sta]
fin_crit_sh_pct = 81.2
worst_hold_slack_ns = 0.474
hold_viol_final = 0
period_minus_slack_ns = 3.73
rsz0062_at_grt = no
slew_violations = 0
clock_skew_ns = 0.00293
setup_viol = 0
finalSetupTns_ns = 0
slew_headroom_pct = 49.3
clock.fmax_ghz = 0.268
worst_slew_pin_slew_ns = 0.760
setup_slack_ns = 0.866

[finish]
final_core_util_pct = 41.5
drive_gt1_share_pct = 9.30
area_growth_pct = 30.8
fillers = 699

[grt]
antenna_found_initial = 0
grt_pass1_wl_um = 7670
grt_max_degree = 20
overflow = 0
grt_pass1_vias = 1614
grt_util_all_layers_pct = 12.5

[floorplan]
rows = 30
fp_util_pct = 31.8
ioPinCount = 69
core_area_um2 = 6980
die_area_um2 = 7740
chipHeight_um = 88.0
die_w_um = 88.0

[power_and_ir_drop]
p_leak_nw = 1.06
power.density_nw_per_um2 = 187
ir_drop_mv = 0.136

[route]
drt_iter0_markers = 70
wl_met1_um = 2360
top_layer = met4
met3WireLength_um = 383
antenna_cells = 0
remaining_drc_errors = 0
dr.pass1.iters = 4
wl_per_cell_um = 11.9
dr_total_vias = 1827
wl_um = 4740
viasPerCell = 4.60
met2_wirelength_um = 1910
antenna_left = 0

[placed_design]
place_ws_ns = 1.14
io_buffers = 67
gp_congestion = 0.823
dp_hpwl_um = 3440

[flow_run]
tool_warnings = 33
maxCapViolCount = 0

[critical_path]
arrival_ns = 2.81
startpoint_type = flop
worstSetupEndpointType = primary output
required_ns = 3.68
cp_max_fo = 18
critPathKind = flop to primary output

[cts]
postCtsHoldBufs = 0
postCtsSetupBuffers = 0
cts-buffers-inserted = 5
clk_pin_slew_worst_paths_ns = 0.07
htree_levels = 2
cts_resized = 0
root_buffer = clkbuf_8
cts_tree = built
cts.sinks = 31
clkLatencyLatePin_ns = 0.28
cts_max_path_buffers = 2

[min_path]
hold_class = flop to flop

[outcome]
status = finished clean
kinds of logic (layout without fill, tap and decap cells):
| kind of cell | Yosys count | after routing |
|---|---|---|
| AND/OR/NAND/NOR | 111 | 111 |
| flip-flops | 31 | 31 |
| XOR/XNOR | 28 | 28 |
| multiplexers | 2 | 2 |
| buffers and inverters | 43 | 91 |
| adder cells (fa/ha/maj) | 12 | 12 |
| other | 1 | 1 |
| AND-OR/OR-AND | 25 | 25 |
stage by stage:
stage / cell area [um2] / power [mW] / std cells
2_1_floorplan: 2220 / 0.281 / 253
3_3_place_gp: 2790 / 0.292 / 389
3_5_place_dp: 2790 / 0.292 / 389
4_1_cts: 2900 / 0.550 / 397
5_1_grt: 2900 / 0.564 / 397
6_report: 2900 / 0.543 / 397
placed cells by master, fill, tap and decap left out, types with 3 or more instances in the layout:
cell type	n
inv_1	13
and3_1	4
a21oi_1	8
dfxtp_1	21
o21ai_0	5
or3_1	3
nor3b_2	10
nand2_1	14
nor2_1	42
clkdlybuf4s50_1	67
ha_1	12
and2_1	3
xnor2_1	17
clkbuf_8	6
nand3_1	5
nor3b_1	3
xor2_1	11
dfrtp_1	9
nand4_1	8
buf_4	3
nor3_1	8
worst paths after layout:
| check | depth (start not counted) | slack, ns | end | from |
|---|---|---|---|---|
| max | 6 | 0.87 | valid | x_cnt[6]$_DFF_PP0_ |
| min | 1 | 0.47 | x_cnt[0]$_DFF_PP1_ | x_cnt[0]$_DFF_PP1_ |
| max reg2reg | 5 | 2.30 | h_font[1]$_SDFF_PP0_ | x_cnt[6]$_DFF_PP0_ |
| min reg2reg | 1 | 0.47 | x_cnt[0]$_DFF_PP1_ | x_cnt[0]$_DFF_PP1_ |
| max in group asynchronous | 2 | 3.27 | x_cnt[0]$_DFF_PP1_ | reset |
| min in group asynchronous | 2 | 0.97 | x_cnt[1]$_DFF_PP0_ | reset |
worst max-delay path, cell delays in order (launching register included):
cell             delay [ns]
dfrtp_1                0.48
or4_1                  0.55
a21oi_1                0.12
a2111o_1               0.65
buf_4                  0.27
nor2_1                 0.04
clkdlybuf4s50_1        0.41
power breakdown:
group	total, mW	switching [mW]	internal [mW]
Clock	0.256	0.103	0.153
Sequential	0.270	0	0.270
Combinational	0.0168	0.00458	0.0122
Total	0.543	0.107	0.435
sequential cells by signal (all words and copies together), names as in the netlist:
signal  flops
h_char      7
h_font      4
x_cnt      10
y_cnt      10
layout make-up:
| cell class | count | area, um2 | area share [%] |
|---|---|---|---|
| clock buffers | 7 | 108 | 3.71 |
| clock inverters | 1 | 5.00 | 0.173 |
| inverters | 13 | 48.8 | 1.68 |
| multi-input cells | 179 | 1250 | 43.2 |
| flip-flops and latches | 31 | 672 | 23.2 |
| well taps | 96 | 120 | 4.14 |
| repair buffers | 70 | 693 | 23.9 |
layer usage:
| metal | global-route usage, % | vias up |
|---|---|---|
| met5 | 0 | - |
| met4 | 2.09 | 0 |
| met3 | 2.19 | 9 |
| met2 | 19.0 | 65 |
| met1 | 19.1 | 815 |
| li1 | - | 938 |
Power is estimated from default activity; no workload was simulated.
